==> ./design.v <==
module gpu (
  input i_CLK,
  input [7:0] i_PixelData,
  output o_HS,
  output o_VS,
  output [31:0] o_RdAddr,
  output [3:0] o_RED,
  output [3:0] o_GREEN,
  output [3:0] o_BLUE
);
  wire w_DISPLAY;
assign o_RED = w_DISPLAY ? {i_PixelData[2:0],1'b1} : 4'b0;
assign o_GREEN = w_DISPLAY ? {i_PixelData[5:3],1'b1} : 4'b0;
assign o_BLUE = w_DISPLAY ? {i_PixelData[7:6],1'b1,1'b0} : 4'b0;
wire [10:0] w_x;
wire [9:0] w_y;
vga_controller vc(.CLK(i_CLK),.X(w_x),.Y(w_y),.HS(o_HS),.VS(o_VS),.DISPLAY(w_DISPLAY));
  integer in_pixel_horizontal_count = 0, vertical_count = 0, horizontal_count = 0;
  reg [31:0] addr = 32'b0;
  assign o_RdAddr = addr;
  always @(posedge i_CLK) begin
    if (w_DISPLAY) begin
      in_pixel_horizontal_count = in_pixel_horizontal_count + 1;
      if (in_pixel_horizontal_count > 4) begin
        in_pixel_horizontal_count = 0;
        addr = addr + 1;
        horizontal_count = horizontal_count + 1;
        if (horizontal_count > 159) begin
          horizontal_count = 0;
          vertical_count = vertical_count + 1;
          if (vertical_count > 5)  vertical_count = 0;
          else addr = addr - 160;
        end
      end
    end
    if(o_VS)begin
      addr <= 32'b0;
      in_pixel_horizontal_count = 0;
      vertical_count = 0;
      horizontal_count = 0;
    end
  end
endmodule
module vga_controller(
  input CLK,
  output [10:0] X,
  output [9:0] Y,
  output HS,
  output VS,
  output DISPLAY
  );
  reg [10:0] x = 11'b0;
  reg [9:0] y = 10'b0;
  assign X = x;
  assign Y = y;
  assign HS = (x > 11'd855 && x < 11'd975) ? 1'b1 : 1'b0;
  assign VS = (y > 10'd636 && y > 10'd642) ? 1'b1 : 1'b0;
  assign DISPLAY = (x < 11'd800 && y < 10'd600) ? 1'b1 : 1'b0;
  always @(posedge CLK) begin
    if(x < 11'd1039) x <= x + 1'b1;
    else if(x == 11'd1039)begin
      x <= 11'b00000000000;
      if(y == 10'd665) y <= 10'b0000000000;
      else y <= y + 1'b1;
    end
  end
endmodule
==> ./run.sh <==
#!/bin/bash
# OpenROAD 26Q1-2900-gdf79404cd8, Yosys 0.63+post, stock flow scripts
make -C /OpenROAD-flow-scripts/flow DESIGN_CONFIG=/design/flow/config.mk WORK_HOME=/design/flow/orfs finish
==> ./config.mk <==
export PLATFORM = sky130hd
export DESIGN_NAME = gpu
export DESIGN_NICKNAME = gpu
export VERILOG_FILES = /design/flow/design.v
export SDC_FILE = /design/flow/constraint.sdc
export NUM_CORES = 4
export LEC_CHECK = 1
export CORE_UTILIZATION = 30
==> ./constraint.sdc <==
current_design gpu

set clk_period 10.2
set clk_io_pct 0.2

create_clock -name clk0 -period $clk_period [get_ports {i_CLK}]

set non_clock_inputs [all_inputs -no_clocks]
set_input_delay [expr $clk_period * $clk_io_pct] -clock clk0 $non_clock_inputs
set_output_delay [expr $clk_period * $clk_io_pct] -clock clk0 [all_outputs]
==> flow_metrics.py <==
# Synthesis and PnR figures
metrics = {
    "status": {
        "outcome": "complete, no violations",
    },
    "final_layout": {
        "regArea_um2": 3190,
        "final_cells": 1897,
        "combGateArea_um2": 7000,
        "fill_cells": 3670,
        "post-route-util_pct": 34.4,
        "syn2layout_area_growth_pct": 12.6,
        "drive_gt1_share_pct": 5.64,
    },
    "global_routing": {
        "grt_usage_pct": 16.2,
        "antenna_found_initial": 0,
        "grtUsageMet1_pct": 24.3,
        "use_met3_pct": 2.85,
        "grt_start_max_net_pins": 55,
        "grt_pass1_wl_mm": 48.2,
        "met2_usage_pct": 25.4,
        "grt_pass1_vias": 9222,
        "grt_most_used_layer": "met2",
        "grt-ovfl-total": 0,
    },
    "cts": {
        "cts_resized": 0,
        "cts_tree": "built",
        "h-tree-depth": 4,
        "cts_setup_buffers": 0,
        "clock_latency_ns": 0.43,
        "cts_sinks": 149,
        "path_clk_slew_ns": 0.06,
        "cts-root-buf": "clkbuf_16",
        "hold_buffers": 0,
        "cts_buffers": 17,
        "cts_max_path_buffers": 2,
    },
    "worst_setup_path": {
        "required_ns": 8.16,
        "cp_num_buf_inv": 2,
        "crit_path_max_incr_delay_ns": 0.64,
        "critPathLaunchType": "flip-flop",
        "cp.arrival_ns": 3.30,
        "cp_slowest_cell": "a221o_1",
        "cp_cell_sequence": "and2_1, o21ai_0, nand2_1, a221o_1, inv_1, and2_1, clkdlybuf4s50_1",
        "path_class": "flip-flop to output port",
        "critPathMaxFanout": 22,
        "end_kind": "output port",
        "cpMostUsedCell": "and2_1",
        "path_delay_family": "buffers and inverters",
    },
    "final_timing": {
        "setup_viol": 0,
        "skew_ns": 0.00887,
        "fin_crit_ns": 5.34,
        "worst_slack_ns": 4.86,
        "max_freq_mhz": 187,
        "finalCritPeriodShare_pct": 52.4,
        "tightest_slew_ns": 0.932,
        "rsz0062_at_grt": "no",
        "final_max_slew_viol_count": 0,
        "fin_tns_setup_ns": 0,
        "slew_headroom_pct": 37.8,
        "finalHoldViolations": 0,
    },
    "yosys": {
        "async_reset_ff_share_pct": 0,
        "largest_area_cell": "dfxtp_1",
        "syn_inst": 1448,
        "yosysUniqueCellTypes": 86,
        "avgSynthCellArea_um2": 7.50,
        "synthDominantCellAreaShare_pct": 23.6,
        "edf_count": 21,
        "ys_cells": 1448,
        "netlist_area_um2": 10900,
        "yosysWarnings": 2,
        "ys_seq_share_pct": 29.4,
        "yosys_area_um2": 10900,
        "ys.flops": 149,
        "ys.flop_type": "dfxtp_1",
        "netlist_top_cells_area": "dfxtp_1, edfxtp_1, nor2_1",
    },
    "drt": {
        "ant_nets": 0,
        "drt_iter0_markers": 875,
        "drc": 0,
        "vias_per_cell": 5.53,
        "post_drt_wl_per_cell_um": 15.5,
        "vias": 10500,
        "dr.pass1.iters": 5,
        "insertedDiodeCount": 0,
        "wl_mm": 29.4,
    },
    "die": {
        "die_h_um": 192,
        "ios": 55,
        "die_w_um": 192,
        "rows": 69,
        "fp_util_pct": 30.5,
        "chip_area_um2": 36900,
        "core_um2": 35600,
    },
    "pwr": {
        "ir_drop_uv": 114,
        "p_per_area_nw_per_um2": 105,
        "cellLeakagePower_uw": 0.00388,
        "finalPower_uw": 1290,
    },
    "placed_design": {
        "portBuffers": 53,
        "placedCellCount": 1865,
        "post-dp-hpwl_mm": 19.6,
        "gp_congestion": 0.904,
        "pre_cts_ws_ns": 5.08,
    },
    "run": {
        "cap_violations": 0,
        "warning_count": 32,
    },
    "hold_path": {
        "min_path_type": "flip-flop to flip-flop",
    },
}
-- flip-flops by register name, summed over array words and instances, names as in the netlist --
name and flops:
addr 32, vc.x 11, vc.y 10, vertical_count 32, horizontal_count 32, in_pixel_horizontal_count 32
-- cells by family (layout without fill, tap and decap cells) --
kind of cell	Yosys count	count (layout)	synth area share (%)
AND-OR/OR-AND	346	346	20.5
adder cells (fa/ha/maj)	13	13	1.48
XOR/XNOR	83	83	6.70
multiplexers	31	31	2.88
AND/OR/NAND/NOR	671	671	32.7
other	1	1	0.0346
flip-flops	149	149	29.4
buffers and inverters	154	142	6.35
-- Yosys cell counts (22+ instances only) --
cell type	number
and3_1	37
o21ai_0	87
clkbuf_1	59
a21oi_1	87
xnor2_1	59
nor4_1	30
mux2i_1	29
and4_1	22
or3_1	31
nor3_1	63
dfxtp_1	128
nand4_1	44
nand2_1	129
nor2_1	140
nand3_1	73
xor2_1	24
buf_2	42
a31oi_1	31
inv_1	39
-- path summary, 6_finish.rpt --
path | start | to | slack [ns] | depth (start not counted)
min reg2reg | vertical_count[30] | vertical_count[30] | 0.50 | 2
max | vc.y[3] | o_GREEN[1] | 4.86 | 7
max reg2reg | in_pixel_horizontal_count[16] | horizontal_count[20] | 5.15 | 12
min | vertical_count[30] | vertical_count[30] | 0.50 | 2
-- metrics by stage --
stage / instance area, µm² / hold WS (ns)
6_report: 12200 / 0.502
5_1_grt: 12200 / 0.532
4_1_cts: 12200 / 0.505
3_5_place_dp: 11600 / 0.482
3_3_place_gp: 11600 / 0.477
2_1_floorplan: 10900 / 0.411
-- layout by cell type, fill, tap and decap left out, types with 22 or more instances in the layout --
cell             count
a21oi_1             87
a31oi_1             31
and3_1              37
and4_1              22
clkdlybuf4s50_1     53
dfxtp_1            128
inv_1               39
mux2i_1             29
nand2_1            129
nand3_1             73
nand4_1             44
nor2_1             140
nor3_1              63
nor4_1              30
o21ai_0             87
or3_1               31
xnor2_1             59
xor2_1              24
-- power by group --
part | switching, µW | internal, µW | leakage [µW]
sequential | 0 | 593 | 0.00127
combinational | 0.295 | 2.63 | 0.00229
clock | 265 | 427 | 0.000317
-- worst register-to-register path, delay by kind of cell, from the launching register on --
family          cells  cell delay (ns)
compound gates      2             0.80
buf+inv             2             0.77
xor+xnor            1             0.23
flops               1             0.56
simple gates        7             2.61
-- routing by layer --
metal | part of all wire [%] | wire, µm
met5 | 0 | 0
met4 | 0.93 | 275
met3 | 5.0 | 1480
met2 | 45 | 13300
met1 | 49 | 14300
-- area by class of cell --
class / instances / area share, %
tap: 461 / 4.72
multi-input combinational: 1145 / 57.3
sequential: 149 / 26.1
clock buffer: 22 / 4.13
inverter: 40 / 1.23
timing repair buffer: 70 / 5.38
clock inverter: 10 / 1.17
No activity file was given, so power comes from the tool's default toggle rates.
