**/design/flow/constraint.sdc**
```tcl
current_design ps2_mem

set clk_period 2.7
set clk_io_pct 0.2

create_clock -name clk0 -period $clk_period [get_ports {i_clk}]

set non_clock_inputs [all_inputs -no_clocks]
set_input_delay [expr $clk_period * $clk_io_pct] -clock clk0 $non_clock_inputs
set_output_delay [expr $clk_period * $clk_io_pct] -clock clk0 [all_outputs]
```
**/design/flow/config.mk**
```make
export PLATFORM = sky130hd
export DESIGN_NAME = ps2_mem
export DESIGN_NICKNAME = ps2_mem
export VERILOG_FILES = /design/flow/design.v
export SDC_FILE = /design/flow/constraint.sdc
export NUM_CORES = 4
export LEC_CHECK = 1
export CORE_AREA = 10 10 104 104
export DIE_AREA = 0 0 114 114
```
**/design/flow/run.sh**
```bash
#!/bin/bash
# OpenROAD 26Q1-2900-gdf79404cd8, Yosys 0.63+post, stock flow scripts
make -C /OpenROAD-flow-scripts/flow DESIGN_CONFIG=/design/flow/config.mk WORK_HOME=/design/flow/orfs finish
```
**/design/flow/design.v**
```verilog
module debouncer(
    input i_clk,             
    input i_in,       
    output reg o_out  
);
    parameter N = 3;      
    reg [N-1:0] count = 0;    
    reg i_in_reg = 0;     
    reg i_in_stable = 0;  
    always @(posedge i_clk) begin
          if (i_in == i_in_reg) begin
              if (count < {N{1'b1}}) begin
                  count <= count + 1;
              end else begin
                  i_in_stable <= i_in_reg;
              end
          end else begin
              count <= 0;
          end
          i_in_reg <= i_in;
          o_out <= i_in_stable;
    end
endmodule
module ps2(
input i_ps2_clk,
input i_ps2_data,
input i_clk,
input i_spa,
output o_cap,
output [7:0] o_dap
);
wire w_db_ps2_clk;
reg [7:0] r_input_data = 8'd1, r_saved_data = 8'b0;
reg r_ps2_clk_prev = 1'b0;
reg r_reciving = 1'b0;
reg [3:0] r_bit_cnt = 1'b0;
reg r_ready = 1'b0;
reg r_cap = 1'b0;
assign o_dap = r_saved_data; 
assign o_cap = r_cap;
debouncer db(.i_in(i_ps2_clk),.i_clk(i_clk),.o_out(w_db_ps2_clk));
always @(posedge i_clk) begin
  r_ps2_clk_prev <= w_db_ps2_clk;
  if (r_ps2_clk_prev == 1'b1 && w_db_ps2_clk == 1'b0) begin
    if (!r_reciving && !i_ps2_data && r_input_data[7]) begin
      r_reciving <= 1;
      r_bit_cnt <= 0;
    end
    else begin
      r_input_data <= {i_ps2_data,r_input_data[7:1]};
      if (r_bit_cnt == 4'd8 && r_reciving) begin
        r_saved_data <= r_input_data;
        r_ready <= 1'b1;
        r_reciving <= 1'b0;
      end
      else r_bit_cnt <= r_bit_cnt + 1'b1;
    end
  end
  if (r_ready == 1'b0) r_cap <= 1'b0;
  if (r_ready == 1'b1 && i_spa) begin
    r_cap <= 1'b1;
    r_ready <= 1'b0;
  end
end
endmodule
module ps2_mem(
  input i_ps2_data,
  input i_ps2_clk,
  input [31:0] i_addr,
  input i_clk,
  input i_req,
  input i_wren,
  output [7:0] o_out,
  output done
);
  wire [7:0] w_code;
  wire w_ncode;
  reg [7:0] r_control = 8'b0;
  reg r_break = 1'b0;
  reg r_done = 1'b0;
  localparam Break = 8'hf0, W = 8'h1d, A = 8'h1c, S = 8'h1b, D = 8'h23, Space = 8'h29, Esc = 8'h76, Ctrl = 8'h14, Shift = 8'h12;
  assign o_out = r_control;
  assign done = r_done;
  ps2 keyboard(.i_ps2_clk(i_ps2_clk),.i_ps2_data(i_ps2_data),.i_clk(i_clk),.i_spa(1'b1),.o_cap(w_ncode),.o_dap(w_code));
  always @(posedge i_clk) begin
    r_done <= 1'b0;
    if (i_req) begin
      r_done <= 1'b1;
    end
    if (w_ncode) begin
      case(w_code)
        Break: begin
          r_break <= 1'b1;
        end
        W: begin
          if(r_break) begin
            r_control[2] <= 1'b0;
            r_break <= 1'b0;
          end
          else r_control[2] <= 1'b1;
        end
        A: begin
          if(r_break) begin
            r_control[3] <= 1'b0;
            r_break <= 1'b0;
          end
          else r_control[3] <= 1'b1;
        end
        S: begin
          if(r_break) begin
            r_control[4] <= 1'b0;
            r_break <= 1'b0;
          end
          else r_control[4] <= 1'b1;
        end
        D: begin
          if(r_break) begin
            r_control[5] <= 1'b0;
            r_break <= 1'b0;
          end
          else r_control[5] <= 1'b1;
        end
        Space: begin
          if(r_break) begin
            r_control[6] <= 1'b0;
            r_break <= 1'b0;
          end
          else r_control[6] <= 1'b1;
        end
        Esc: begin
          if(r_break) begin
            r_control[7] <= 1'b0;
            r_break <= 1'b0;
          end
          else r_control[7] <= 1'b1;
        end
        Ctrl: begin
          if(r_break) begin
            r_control[0] <= 1'b0;
            r_break <= 1'b0;
          end
          else r_control[0] <= 1'b1;
        end
        Shift: begin
          if(r_break) begin
            r_control[1] <= 1'b0;
            r_break <= 1'b0;
          end
          else r_control[1] <= 1'b1;
        end
      endcase
    end
  end
endmodule
```
==> job_summary.md <==
### Yosys + OpenROAD results

| Metric | Value |
|---|---|
| Sequential power share | `0.567` |
| Top cells by area | `edfxtp_1, dfxtp_1, ha_1` |
| Die height | `114 um` |
| Clock period minus worst slack | `1.81 ns` |
| Log Warnings | `59` |
| Cell Type Count | `30` |
| Ant diodes | `0` |
| Slew margin rel. | `0.575` |
| RSZ-0062 raised after global routing | `false` |
| Number of port buffers | `12` |
| Synth Seq Share | `0.724` |
| Die Footprint | `0.0130 mm2` |
| Comb power frac | `0.022` |
| Critical path class | `in2reg` |
| CP Data Arrival Time | `1.79 ns` |
| Gr ovfl total | `0` |
| Max-area cell share | `0.606` |
| Net Switching | `0.231 mW` |
| CTS Buffer Depth | `2` |
| Async SR Flop Fraction | `0` |
| # IOs | `46` |
| Commonest Layout Cell | `edfxtp_1` |
| Dominant cell type by area after synthesis | `edfxtp_1` |
| CP Launch Type | `input pin` |
| Final Setup Violations | `0` |
| CTS buffer count | `5` |
| Worst-path clk slew | `0.08 ns` |
| Pwr Density | `623 mW/mm2` |
| Fp util | `0.177` |
| Fmax | `554 MHz` |
| H-Tree Depth | `2` |
| Status | `finished clean` |
| Yosys cell count | `106` |
| Ys flop type | `edfxtp_1` |
| Largest regs | `keyboard.r_input_data (8), keyboard.r_saved_data (8), r_control (8)` |
| Initial antenna violation count | `0` |
| #FFs+latches synth | `40` |
| Die X | `114 um` |
| DRT Wirelength | `2070 um` |
| Via count | `819` |
| Clock share of power | `0.412` |
| EDFF count, synth | `31` |
| Final Skew | `0.00706 ns` |
| Maxcap violations | `0` |
| Setup tns final | `0 ns` |
| TritonRoute pass-1 iters | `2` |
| CTS Hold Buffers Added | `0` |
| Core Box Area | `0.00868 mm2` |
| Routed Antenna Nets | `0` |
| Clk latency late pin | `0.29 ns` |
| HP Class | `reg2reg` |
| Vias in the first global route | `860` |
| Peak VDD IR | `313 uV` |
| First-pass GRT wire length | `3690 um` |
| Hold Vio Cnt, Final | `0` |
| Yosys warning total | `3` |
| GRT Total Usage | `0.0334` |
| Lkg Pwr | `0.635 nW` |
| Power, Total | `1.19 mW` |
| Mapped cell area | `0.00154 mm2` |
| Synth Instances | `106` |
| CTS tree | `yes` |
| PostCTS Resize Cnt | `0` |
| Total setup buffers inserted after CTS | `0` |
| CP endpoint kind | `register` |
| CTS sink count | `40` |
| Required @ worst endpoint | `2.68 ns` |
| Yosys Chip Area | `0.00154 mm2` |
| Most common logic cells in the final layout | `edfxtp_1, clkdlybuf4s50_1, nor2_1` |
| # DRC | `0` |
| Pin count of the biggest net entering global routing | `15` |
| Initial DRC Count | `52` |
| DP Wirelength | `1450 um` |
| CP max FO | `9` |
| Row count | `34` |
| Synthesis-to-layout area growth | `24.6%` |
| Cycle use final | `0.669` |
| Internal Power | `0.960 mW` |
| Vias per Instance | `3.49` |
| Clock root buffer | `clkbuf_8` |
| RePlAce Congestion | `0.812` |
| Drt wl/cell | `8.81 um` |
| Syn avg cell area | `14.5 um2` |
| Fraction of layout cells with a size suffix above 1 | `0.102` |
| Worst slew pin tran | `0.636 ns` |
| Switching Fraction | `0.194` |
| Pins Over Slew Limit | `0` |
| Reg2reg setup slack | `0.97 ns` |
-- Yosys cell counts, drive strengths merged (2+ instances only) --
cell,instances
a21oi,2
a21o,2
dfxtp,9
nand2b,5
nand4b,2
nor4,3
nand2,8
inv,6
edfxtp,31
ha,3
and2,2
xor2,2
nor4b,2
xnor2,3
nor2,10
nor3,5
-- critical path: stages --
cell and delay, ns:
clkdlybuf4s50_1 0.44, nor3b_2 0.50, nor2_1 0.30
-- power by group through the flow --
stage	Sequential, mW	Combinational [mW]	Clock [mW]
after CTS	0.675	0.0263	0.515
after global routing	0.677	0.0304	0.540
final	0.675	0.0258	0.491
-- through the flow --
stage,cell area [um2],std cells,utilization,hold WS [ns],setup slack (ns)
after floorplan,1540,106,-,0.323,0.929
after global placement,1800,227,0.207,0.327,0.583
after detailed placement,1800,227,0.207,0.334,0.573
after CTS,1910,235,0.220,0.354,0.870
after global routing,1910,235,0.220,0.362,0.773
final,1910,235,0.220,0.351,0.895
-- area by class of cell --
class,instances,area (um2)
clock buffers,5,68.8
clock inverters,3,46.3
fillers,935,6770
inverters,6,22.5
multi-input cells,60,402
flip-flops and latches,40,1110
well taps,108,135
repair buffers,13,128
-- routing by layer --
layer / part of all wire / up-vias / routed length (um) / track usage
met5: 0 / - / 0 / 0
met4: 0.014 / 0 / 29 / 0.00585
met3: 0.098 / 6 / 202 / 0.0207
met2: 0.42 / 20 / 866 / 0.0524
met1: 0.47 / 368 / 972 / 0.0388
li1: - / 425 / - / -
-- final timing paths --
path,cells past startpoint,end,from
hold / removal,0,keyboard.db.o_out,keyboard.db.i_in_stable
setup reg to reg,4,r_break,keyboard.r_saved_data[2]
hold reg to reg,0,keyboard.db.o_out,keyboard.db.i_in_stable
setup / recovery,3,keyboard.r_input_data[7],i_ps2_data
-- kinds of logic (layout without fill, tap and decap cells) --
logic type                 after synthesis  in the layout  share of synthesized area
and+or+nand+nor                         45             45                      0.178
DFF                                     40             40                      0.724
AOI/OAI and AO/OA                        7              7                     0.0302
buffers and inverters                    6             27                     0.0147
xor gates and xnor gates                 5              5                     0.0285
adders and majority gates                3              3                     0.0245
No activity file was given, so power comes from the tool's default toggle rates.
